==> flow/design.v <==
module BOOTH (ldA, ldQ, ldM, clrA, clrQ, clrff, sftA, sftQ, addsub, data_in, clk, qm1, eqz); 
 input ldA, ldQ, ldM, clrA, clrQ, clrff, sftA, sftQ, addsub, clk; 
 input [15:0] data_in; 
 output qm1, eqz; 
 wire [15:0] A, M, Q, Z; 
 wire [4:0] count; 
 assign eqz = ~|count; 
 shiftreg AR (A, Z, A[15], clk, ldA, clrA, sftA); 
 shiftreg QR (Q, data_in, A[0], clk, ldQ, clrQ, sftQ); 
 dff QM1 (Q[0], qm1, clk, clrff); 
 PIPO MR (M, data_in, clk, ldM); 
 ALU AS (Z, A, M, addsub); 
 counter CN (count, decr, ldcnt, clk); 
endmodule
module controller (ldA, clrA, sftA, ldQ, clrQ, sftQ, ldM, clrff, addsub, start, decr, ldcnt, done, clk, q0, qm1,eqz); 
 input clk, q0, qm1, start,eqz; 
 output reg ldA, clrA, sftA, ldQ, clrQ, sftQ, ldM, clrff, addsub,decr, ldcnt, done; 
 reg [2:0] state; 
 parameter S0=3'b000,S1=3'b001,S2=3'b010,S3=3'b011,S4=3'b100,S5=3'b101,S6=3'b110; 
 always @(posedge clk) 
 begin 
 case (state) 
 S0: if (start) state <= S1; 
 S1: state <= S2; 
 S2: if ({q0,qm1}==2'b01) state <= S3; 
 else if ({q0,qm1}==2'b10) state <= S4; 
 else state <= S5; 
 S3: state <= S5; 
 S4: state <= S5; 
 S5: if (({q0,qm1}==2'b01) && !eqz) state <= S3; 
 else if (({q0,qm1}==2'b10) && !eqz) state <= S4; 
 else if (eqz) state <= S6; 
 S6: state <= S6; 
 default: state <= S0; 
 endcase
 end
 always @(state) 
 begin 
 case (state) 
 S0: begin clrA = 0; ldA = 0; sftA = 0; clrQ = 0; ldQ = 0; sftQ = 0; 
 ldM = 0; clrff = 0; done = 0; end 
 S1: begin clrA = 1; clrff = 1; ldcnt = 1; ldM = 1; end 
 S2: begin clrA = 0; clrff = 0; ldcnt = 0; ldM = 0; ldQ = 1; end 
 S3: begin ldA = 1; addsub = 1; ldQ = 0; sftA = 0; sftQ = 0; decr = 0; end 
 S4: begin ldA = 1; addsub = 0; ldQ = 0; sftA = 0; sftQ = 0; decr = 0; end 
 S5: begin sftA = 1; sftQ = 1; ldA = 0; ldQ = 0; decr = 1; end 
 S6: done = 1; 
 default: begin clrA = 0; sftA = 0; ldQ = 0; sftQ = 0; end 
 endcase
 end
endmodule 
module ALU (out, in1, in2, addsub); 
 input [15:0] in1, in2; 
 input addsub; 
 output reg [15:0] out; 
 always @(*) 
 begin 
 if (addsub == 0) out = in1 - in2; 
 else out = in1 + in2; 
 end 
endmodule
module shiftreg (data_out,data_in, s_in, clk, ld, clr, sft); 
 input s_in, clk, ld, clr, sft; 
 input [15:0] data_in; 
 output reg [15:0] data_out; 
 always @(posedge clk) 
 begin 
 if (clr) data_out <= 0; 
 else if (ld) 
 data_out <= data_in; 
 else if (sft) 
 data_out <= {s_in,data_out[15:1]}; 
 end 
endmodule
module counter (data_out, decr, ldcnt, clk);
 input decr,clk,ldcnt; 
 output reg [4:0] data_out; 
 always @(posedge clk) 
 begin 
 if (ldcnt) data_out <= 5'b10000; 
 else if (decr) data_out <= data_out-1; 
 end 
endmodule 
module PIPO (data_out,data_in, clk, load); 
 input [15:0] data_in; 
 input load, clk; 
 output reg [15:0] data_out; 
 always @(posedge clk) 
 if (load) data_out <= data_in; 
endmodule
module dff (d, q, clk, clr); 
 input d, clk, clr; 
 output reg q; 
 always @(posedge clk) 
 if (clr) q <= 0; 
 else q <= d; 
endmodule
==> flow/run.sh <==
#!/bin/bash
# OpenROAD 26Q1-2900-gdf79404cd8, Yosys 0.63+post, stock flow scripts
make -C /OpenROAD-flow-scripts/flow DESIGN_CONFIG=/design/flow/config.mk WORK_HOME=/design/flow/orfs finish
==> flow/config.mk <==
export PLATFORM = sky130hd
export DESIGN_NAME = BOOTH
export DESIGN_NICKNAME = BOOTH
export VERILOG_FILES = /design/flow/design.v
export SDC_FILE = /design/flow/constraint.sdc
export NUM_CORES = 4
export LEC_CHECK = 1
export CORE_UTILIZATION = 30
==> flow/constraint.sdc <==
current_design BOOTH

set clk_period 10.0
set clk_io_pct 0.2

create_clock -name clk0 -period $clk_period [get_ports {clk}]

set non_clock_inputs [all_inputs -no_clocks]
set_input_delay [expr $clk_period * $clk_io_pct] -clock clk0 $non_clock_inputs
set_output_delay [expr $clk_period * $clk_io_pct] -clock clk0 [all_outputs]
==> run summary <==
Antenna cells: 0
Worst-path maximum fanout: 18
Chip width: 103.2 um
Via density: 4.799
Total die area: 10,650 um^2
Critical R2R Launch: MR.data_out[5]
Vias: 2,361
Final core utilization: 35.95%
H-tree Lvls: 2
Synthesis-to-layout area growth: 15.44%
Global-route wire length before repair: 9908 um
Max Cap Violations: 0
Post-CTS resize count: 0
Hold Path Class: flop to flop
Log Warnings: 29
DRT iter0 DRCs: 61
Top cell type by total area after synthesis: dfxtp_1
Row count: 36
Cell area leaders: dfxtp_1 22%, edfxtp_1 16%, ha_1 8.1%, mux2i_1 6.8%, nor2_1 6.7%
Clk latency late pin: 310 ps
Critical Path RT: 10,220 ps
Post-CTS Setup Repair Bufs: 0
Overflow after GRT: 0
Total GRT Usage: 11.87%
Skew final: 9.072 ps
Setup Viol. Count Final: 0
Clock tree from TritonCTS: yes
Critical path startpoint: addsub
Basic Gates by Area: 17.35%
Largest stage delay, worst path: 830 ps
IO Pins: 28
Area fraction in compound gates: 18.53%
Most common reg cell: dfxtp_1
Syn avg cell area: 9.088 um^2
Final slew viol count: 0
Reg2Reg Depth: 13
RSZ-0062 raised after global routing: no
Worst Tran Pin Value: 692.0 ps
# port buffers: 26
Final hold viol count: 0
Crit start category: input pin
Synth Seq Share: 37.15%
Leak pwr: 1.367 nW
TritonCTS Sinks: 49
Die height: 103.2 um
Fin crit share: 47.18%
Yosys xor share: 6.843%
Cells in synth_stat.txt: 338
Top Layout Cells: 55 x nor2_1, 38 x a21oi_1, 33 x dfxtp_1
HP Start: QR.data_out[0]
Cell Chain, Critical Path: clkdlybuf4s50_1 > mux2_2 > fa_1 > a21oi_2 > o211ai_2 > o2111ai_1 > a21oi_1 > o21a_1 > o41ai_1
Chip Area, Yosys: 3072 um^2
Post-route DRC: 0
Core ar.: 9864 um^2
Crit. End Element: flop
Post-synthesis register bit count: 49
CTS buffer count: 5
Mux share: 7.576%
FP Core Util: 31.14%
Top cell type's share of synthesized area: 21.51%
Number of synthesis warnings: 9
Cell area power density: 155.5 nW/um^2
Clock transition at path regs: 100 ps
Antenna violations before repair: 0
Adder share: 8.798%
Post-detail-place hpwl: 4321 um
Setup_tns: 0 ps
Antenna-violating nets left: 0
Largest net degree at the start of global routing: 33
Drt pass-1 iters: 4
Max Root-Sink Buffers: 2
Unique cell types: 48
Vias in the first global route: 2,195
Crit path kind: input pin to flop
Share of cells above drive strength 1: 5.850%
Drt wl/cell: 11.50 um
Asr flop ratio synth: 0%
Peak VDD IR: 84.90 uV
Hold buffer count at cts: 0
Relative slew margins: 53.72%
Post-Synthesis Cell Area: 3072 um^2
Final min period: 4718 ps
Mapped Cells: 338
Main logic family: AND-OR/OR-AND gates
Slowest cell on the critical path: clkdlybuf4s50_1
Hold depth: 1
FMAX: 212.0 MHz
CTS root buf: clkbuf_8
CP Data Arrival Time: 4940 ps
Status: finished clean
Commonest Layout Cell: nor2_1
GP Congestion: 0.8215
EDFF count, synth: 16
Routed wire length: 5656 um
-- registers in the layout (all words and copies together) (netlist names) --
name / flops
AR.data_out: 16
MR.data_out: 16
QM1.q: 1
QR.data_out: 16
-- worst paths after layout --
check / end / slack (ps)
min: QM1.q / 480
max: AR.data_out[14] / 5280
max reg2reg: AR.data_out[15] / 6710
min reg2reg: QM1.q / 480
-- kinds of logic (layout without fill, tap and decap cells) --
logic type      count (synthesis)  count (layout)
other cells                     1               1
buf+inv                        25              46
fa+ha+maj                      21              21
compound gates                 88              88
simple gates                  107             107
xor+xnor                       24              24
mux                            23              23
flops                          49              49
-- where the power goes --
part	switching, mW	internal [mW]
Sequential	0.0180	0.226
Clock	0.0715	0.0571
Combinational	0.0936	0.0847
Total	0.183	0.368
-- Yosys cell counts (2+ instances only) --
cell / number
o21ai_0: 7
nand4b_1: 2
edfxtp_1: 16
dfxtp_1: 33
nand2b_1: 4
nand3_1: 4
a21o_1: 2
mux2i_1: 21
nand2_1: 6
buf_4: 2
ha_1: 20
inv_1: 8
o211ai_1: 3
and2_1: 2
and3_1: 2
o21a_1: 3
a211oi_1: 23
clkbuf_1: 11
buf_2: 2
xnor2_1: 10
mux2_2: 2
nor2b_1: 13
xor2_1: 14
o21bai_1: 2
a21oi_1: 38
or3_1: 2
nor2_1: 55
o211ai_2: 2
nor3_1: 6
nand4_1: 5
-- through the flow --
stage	hold slack (ps)	instance area [um^2]	instances	worst slack (ps)	total power [mW]
final	482.9	3546	492	5282	0.5514
after global routing	510.0	3546	492	4996	0.5914
after CTS	482.7	3546	492	5271	0.5572
after detailed placement	465.8	3447	484	4942	0.4271
after global placement	460.8	3447	484	4964	0.4260
after floorplan	437.4	3072	338	5950	0.3856
-- final cells by class --
class,instances,area [um^2]
fill,981,6319
multi-input combinational,264,1819
sequential,49,1141
timing repair buffer,30,290.3
tap,133,166.4
clock buffer,6,82.58
inverter,8,30.03
clock inverter,2,16.27
-- worst max-delay path: cells and delay by family --
kind	cells	cell delay [ps]
adders and majority gates	1	450
muxes	1	430
buffers and inverters	1	830
AOI/OAI and AO/OA	6	1210
-- layer usage --
metal	share of wire, %	track usage, %	vias up
li1	-	-	1248
met1	54	18.53	1075
met2	42	18.41	34
met3	3.9	2.254	4
met4	0.64	0.7584	0
met5	0	0	-
No activity file was given, so power comes from the tool's default toggle rates.
